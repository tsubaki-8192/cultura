$ cat config.mk
export PLATFORM = sky130hd
export DESIGN_NAME = seg7_decoder
export DESIGN_NICKNAME = seg7_decoder
export VERILOG_FILES = /design/flow/design.v
export SDC_FILE = /design/flow/constraint.sdc
export NUM_CORES = 4
export LEC_CHECK = 1
export CORE_AREA = 10 10 70 70
export DIE_AREA = 0 0 80 80
$ cat constraint.sdc
current_design seg7_decoder

set clk_period 1.3
set clk_io_pct 0.2

create_clock -name clk0 -period $clk_period

set non_clock_inputs [all_inputs -no_clocks]
set_input_delay [expr $clk_period * $clk_io_pct] -clock clk0 $non_clock_inputs
set_output_delay [expr $clk_period * $clk_io_pct] -clock clk0 [all_outputs]
$ cat design.v
interface ctrl_bus_if();
    logic clk;
    logic n_reset;
    modport master (input clk, input n_reset);
endinterface  
interface io_bus_if #(parameter WIDTH) ();
    logic [WIDTH-1:0] switch;
    logic [WIDTH-1:0] led;
    logic [7:0] seg7_0;
    modport master (input switch, output led, output seg7_0);
endinterface  
interface mem_bus_if #(parameter ADDR_WIDTH, DATA_WIDTH) ();
    logic [ADDR_WIDTH-1:0] addr;
    logic [DATA_WIDTH-1:0] data;
    modport master(output addr, input data);
    modport slave(input addr, output data);
endinterface  
interface ram_bus_if(input logic clk);
    logic [31:0] addr;
    logic [7:0]  data;
    modport master(output addr, input  data, input clk);    
    modport slave (input  addr, output data, input clk);    
endinterface  
module seg7_decoder (
    input  logic [3:0] data,
    output logic [7:0] seg7
);
    always_comb begin
		unique case (data)
            4'h1: seg7 = 8'b11111001;	 
            4'h2: seg7 = 8'b10100100; 	 
            4'h3: seg7 = 8'b10110000; 	 
            4'h4: seg7 = 8'b10011001; 	 
            4'h5: seg7 = 8'b10010010; 	 
            4'h6: seg7 = 8'b10000010; 	 
            4'h7: seg7 = 8'b11111000; 	 
            4'h8: seg7 = 8'b10000000; 	 
            4'h9: seg7 = 8'b10011000; 	 
            4'ha: seg7 = 8'b10001000;
            4'hb: seg7 = 8'b10000011;
            4'hc: seg7 = 8'b11000110;
            4'hd: seg7 = 8'b10100001;
            4'he: seg7 = 8'b10000110;
            4'hf: seg7 = 8'b10001110;
            4'h0: seg7 = 8'b11000000;
        endcase
    end
endmodule
$ cat run.sh
#!/bin/bash
# OpenROAD 26Q1-2900-gdf79404cd8, Yosys 0.63+post, stock flow scripts
make -C /OpenROAD-flow-scripts/flow DESIGN_CONFIG=/design/flow/config.mk WORK_HOME=/design/flow/orfs finish
==> impl_metrics.prom <==
# HELP chip_impl_metric Flow report values
# TYPE chip_impl_metric gauge
chip_impl_metric{name="synth_area_per_cell",unit="µm²"} 7.40
chip_impl_metric{name="overflow",unit=""} 0
chip_impl_info{name="critical_path.startpoint_type",value="input pin"} 1
chip_impl_metric{name="cp_data_arrival_time",unit="ns"} 1.20
chip_impl_info{name="post-synth-top-area-cell",value="sky130_fd_sc_hd__ha_1"} 1
chip_impl_metric{name="place_area",unit="µm²"} 464
chip_impl_metric{name="routed_wire_length_per_instance",unit="µm"} 10.2
chip_impl_metric{name="internal_cell_power",unit="mW"} 0.114
chip_impl_metric{name="remaining_drc_errors",unit=""} 0
chip_impl_metric{name="top_cell_area_share",unit=""} 0.282
chip_impl_info{name="cp-end-kind",value="primary output"} 1
chip_impl_metric{name="placeableCoreArea",unit="mm²"} 0.00342
chip_impl_metric{name="detail_route.first_pass.iterations",unit=""} 2
chip_impl_metric{name="ys_types",unit=""} 21
chip_impl_info{name="cell_at_the_slowest_stage_of_the_critical_path",value="sky130_fd_sc_hd__mux2_2"} 1
chip_impl_metric{name="ys_cells",unit=""} 36
chip_impl_metric{name="nClkBuffers",unit=""} 0
chip_impl_metric{name="max_stage_delay_on_crit_path",unit="ns"} 0.25
chip_impl_info{name="yosys-top-cells-area",value="sky130_fd_sc_hd__ha_1 28%, sky130_fd_sc_hd__mux2i_1 11%, sky130_fd_sc_hd__a22o_1 6.6%"} 1
chip_impl_metric{name="cp.required",unit="ns"} 1.04
chip_impl_metric{name="power.leakage",unit="nW"} 0.292
chip_impl_metric{name="power_frac_comb",unit=""} 1.000
chip_impl_metric{name="detail_route.iter0.violations",unit=""} 28
chip_impl_metric{name="fmax",unit="GHz"} 0.687
chip_impl_metric{name="layout.area.seq",unit="µm²"} 0
chip_impl_metric{name="synthesis_to_finish_area_growth",unit="%"} 142
chip_impl_metric{name="log.warning_count",unit=""} 39
chip_impl_metric{name="areal_power_density_over_the_cells",unit="mW/mm²"} 297
chip_impl_metric{name="synth.yosys.chip_area",unit="µm²"} 267
chip_impl_info{name="failed_checks",value="setup timing"} 1
chip_impl_metric{name="final_min_period_over_clock_period",unit=""} 1.12
chip_impl_metric{name="total_power",unit="mW"} 0.191
chip_impl_metric{name="globalRouteTotalUtil",unit=""} 0.0309
chip_impl_metric{name="grt_first_pass_wirelength",unit="µm"} 1680
chip_impl_metric{name="antenna_violating_nets_remaining",unit=""} 0
chip_impl_metric{name="hold_vio_cnt_final",unit=""} 0
chip_impl_metric{name="routed_wl",unit="µm"} 1100
chip_impl_metric{name="final_layout_size_suffix_gt1_frac",unit=""} 0.694
chip_impl_metric{name="first_global_vias",unit=""} 363
chip_impl_metric{name="dp_slack",unit="ns"} -1.02
chip_impl_metric{name="io_pins",unit=""} 12
chip_impl_metric{name="die-width",unit="µm"} 80
chip_impl_metric{name="share_clk_of_total_power",unit=""} 0
chip_impl_metric{name="detailroute.via_count",unit=""} 348
chip_impl_metric{name="portBuffers",unit=""} 11
chip_impl_metric{name="post-route-worst-setup-slack",unit="ns"} -0.156
chip_impl_metric{name="hpwl",unit="µm"} 672
chip_impl_info{name="path_class_of_the_lowest_slack_min_delay_path",value="in2out"} 1
chip_impl_metric{name="dieHeight",unit="µm"} 80
chip_impl_metric{name="power_switching_share",unit=""} 0.405
chip_impl_info{name="yosys-top-cells-count",value="6 x sky130_fd_sc_hd__ha_1, 3 x sky130_fd_sc_hd__inv_1, 3 x sky130_fd_sc_hd__mux2i_1, 3 x sky130_fd_sc_hd__nor2_1, 3 x sky130_fd_sc_hd__o21ai_0"} 1
chip_impl_info{name="synthMostInstantiatedCell",value="sky130_fd_sc_hd__ha_1"} 1
chip_impl_metric{name="worst-path-max-fanout",unit=""} 3
chip_impl_metric{name="pwr-share-seq",unit=""} 0
chip_impl_metric{name="yosys_warnings",unit=""} 1
chip_impl_metric{name="nFlopsAndLatches",unit=""} 0
chip_impl_metric{name="gate_count_post_synth",unit=""} 36
chip_impl_metric{name="p_switching",unit="mW"} 0.0775
chip_impl_metric{name="grt_max_degree",unit=""} 9
chip_impl_metric{name="cap_violations",unit=""} 0
chip_impl_info{name="run_status",value="complete, but fails checks"} 1
chip_impl_metric{name="critical_path_buf_inv_count",unit=""} 3
chip_impl_metric{name="cts-hold-fix-buffers",unit=""} 0
chip_impl_metric{name="post-route-cell-area",unit="µm²"} 644
chip_impl_metric{name="n_antenna_cell",unit=""} 0
chip_impl_metric{name="placementRows",unit=""} 21
chip_impl_info{name="grt_setup_unrepaired",value="yes"} 1
chip_impl_info{name="cp_top_family",value="buffers and inverters"} 1
chip_impl_metric{name="gp_congestion",unit=""} 0.691
chip_impl_metric{name="min_period",unit="ns"} 1.46
chip_impl_metric{name="report.final.slew_viol_count",unit=""} 0
chip_impl_metric{name="average_vias_per_placed_instance",unit=""} 3.22
chip_impl_metric{name="synth.yosys.seq_area_share",unit=""} 0
chip_impl_metric{name="mappedNetlistArea",unit="µm²"} 267
chip_impl_metric{name="max_rail_drop_vdd",unit="mV"} 0.0429
chip_impl_metric{name="floorplan.initialDensity",unit=""} 0.0780
chip_impl_info{name="worst_path_cell_chain",value="buf_8, buf_6, ha_4, mux2_2, a22o_1, buf_2"} 1
chip_impl_metric{name="number_of_antenna_violations_at_the_first_check_in_global_routing",unit=""} 0
chip_impl_info{name="criticalPathCategory",value="in2out"} 1
chip_impl_metric{name="design.die.area",unit="mm²"} 0.00640
chip_impl_metric{name="finalSetupViolCount",unit=""} 4
==> layout make-up <==
cell class / instances / area [µm²]
Multi-Input combinational cell: 30 / 314
Tap cell: 46 / 57.6
Inverter: 3 / 28.8
Timing Repair Buffer: 29 / 244
Fill cell: 368 / 2770
==> path summary, 6_finish.rpt <==
kind	depth (start not counted)	start	end
min	4	data[2]	seg7[0]
max	6	data[1]	seg7[6]
==> power groups by stage <==
stage                 combinational (mW)  sequential (mW)  clock [mW]
after CTS                          0.172                0           0
after global routing               0.211                0           0
final                              0.191                0           0
==> through the flow <==
step	instances	hold slack, ns	util	TNS [ns]
after floorplan	36	0.620	-	0
after global placement	97	1.57	0.136	-6.47
after detailed placement	97	1.58	0.136	-6.51
after CTS	107	0.949	0.177	-0.728
after global routing	108	0.998	0.189	-0.712
final	108	0.944	0.189	-0.417
==> what timing repair did <==
| action | CTS | global route |
|---|---|---|
| pin swaps | 7 | 7 |
| hold endpoints to repair | 0 | 0 |
| buffers inserted | 10 | 1 |
| setup endpoints to repair | 7 | 7 |
| resized | 60 | 18 |
==> cell families after synthesis <==
| family | share of synthesized area |
|---|---|
| simple gates | 0.202 |
| compound gates | 0.221 |
| fa+ha+maj | 0.282 |
| buf+inv | 0.127 |
| mux | 0.155 |
| other cells | 0.0141 |
==> per-layer routing <==
| layer | routed length (µm) | global-route usage |
|---|---|---|
| met5 | 0 | 0 |
| met4 | 0 | 0 |
| met3 | 40 | 0.00341 |
| met2 | 628 | 0.0674 |
| met1 | 429 | 0.0310 |
==> placed cells by master, fill, tap and decap left out, types with 2 or more instances in the layout <==
| master | count |
|---|---|
| sky130_fd_sc_hd__buf_2 | 5 |
| sky130_fd_sc_hd__clkbuf_2 | 3 |
| sky130_fd_sc_hd__nor2_1 | 2 |
| sky130_fd_sc_hd__o21ai_1 | 2 |
| sky130_fd_sc_hd__mux2i_1 | 3 |
| sky130_fd_sc_hd__buf_4 | 12 |
| sky130_fd_sc_hd__ha_2 | 2 |
| sky130_fd_sc_hd__ha_4 | 4 |
| sky130_fd_sc_hd__buf_6 | 7 |
| sky130_fd_sc_hd__a22o_1 | 2 |
Power figures rest on the tool's default switching activity, not on a simulated workload.
