File: config.mk
export PLATFORM = sky130hd
export DESIGN_NAME = prescaler
export DESIGN_NICKNAME = prescaler
export VERILOG_FILES = /design/flow/design.v
export SDC_FILE = /design/flow/constraint.sdc
export NUM_CORES = 4
export LEC_CHECK = 1
export CORE_AREA = 10 10 95 95
export DIE_AREA = 0 0 105 105
File: design.v
interface ctrl_bus_if();
    logic clk;
    logic n_reset;
    modport master (input clk, input n_reset);
endinterface  
interface io_bus_if #(parameter WIDTH) ();
    logic [WIDTH-1:0] switch;
    logic [WIDTH-1:0] led;
    logic [7:0] seg7_0;
    modport master (input switch, output led, output seg7_0);
endinterface  
interface mem_bus_if #(parameter ADDR_WIDTH, DATA_WIDTH) ();
    logic [ADDR_WIDTH-1:0] addr;
    logic [DATA_WIDTH-1:0] data;
    modport master(output addr, input data);
    modport slave(input addr, output data);
endinterface  
interface ram_bus_if(input logic clk);
    logic [31:0] addr;
    logic [7:0]  data;
    modport master(output addr, input  data, input clk);    
    modport slave (input  addr, output data, input clk);    
endinterface  
module prescaler #(parameter RATIO = 2) (
	input  logic quick_clock,
	output logic slow_clock
);
	logic [31:0] counter, next_counter;
	logic inv;
	assign inv = (counter == (RATIO/2 - 1));
	assign next_counter = inv ? 32'd0 : counter + 32'd1;
	always_ff @ (posedge quick_clock) counter <= next_counter;
	logic next_slow_clock;
	assign next_slow_clock = inv ? ~slow_clock : slow_clock;
	always_ff @ (posedge quick_clock) slow_clock <= next_slow_clock;
endmodule
File: run.sh
#!/bin/bash
# OpenROAD 26Q1-2900-gdf79404cd8, Yosys 0.63+post, stock flow scripts
make -C /OpenROAD-flow-scripts/flow DESIGN_CONFIG=/design/flow/config.mk WORK_HOME=/design/flow/orfs finish
File: constraint.sdc
current_design prescaler

set clk_period 7.3
set clk_io_pct 0.2

create_clock -name clk0 -period $clk_period [get_ports {quick_clock}]

set non_clock_inputs [all_inputs -no_clocks]
set_input_delay [expr $clk_period * $clk_io_pct] -clock clk0 $non_clock_inputs
set_output_delay [expr $clk_period * $clk_io_pct] -clock clk0 [all_outputs]
==> run summary <==
fresh numbers from the pnr run: fin crit share=0.348, signal arrival time at the worst endpoint=1.08 ns, total cell area reported by yosys after synthesis=1450 um2, critical path data required time=5.84 ns, initial antenna violation count=0, sequential cell area fraction in the yosys report=0.464, CTS H-tree lvls=2, cell area after synthesis=about 1400 um2, critical path peak fanout=2, cell chain of the critical path=clkdlybuf4s50_1, via count=between 1,000 and 1,500, # port buffers=1, number of clock sinks=33, Initial Utilization=0.209, Final Max Slew Viols=0, relative slew slack=0.624, overall fraction of global-route tracks in use=0.0455, overall overflow remaining after global route=0, P_leak=0.000512 uW, flop and latch count out of synthesis=33, start-to-end type of the worst setup path=flop to output port, CP startpoint kind=flop, count of distinct cell types in the synthesized netlist=26, standard-cell row count=30, area growth from synthesis to layout=13.6%, synthesis warning total=1, dpl hpwl=about 1700 um, endpoint type of the worst setup path=output port, final setup violation count=0, endpoints failing hold=0, hold-fix buffers at CTS=0, routed wire length=2490 um, remaining design rule violation count=0, drt first-iter violations=39, Post-Syn Instances=145, average detailed-routed wire length per instance=10.1 um, largest incremental delay on the critical path=~0.46 ns, number of post-CTS setup repair buffers=0, post-synthesis area per instance=between 9 and 10 um2, design area=1640 um2, maximum operating frequency=0.393 GHz, fraction of the core area covered by cells at the end of the flow=0.238, Critical Path Slowest Stage Cell=sky130_fd_sc_hd__clkdlybuf4s50_1, sum of negative setup slack=0 ns, cell family with most CP delay=buffers and inverters, Die ar.=11,000 um2, GP Congestion=0.793, insertion delay of the later-clocked pin in the worst-skew pair=0.28 ns, Resized Gates After CTS=0, TritonCTS buffer count=5, power density over the cells=195 nW/um2, final-layout fill cell count=761, core box area=6910 um2, post-route minimum period=2.54 ns, pin count of the biggest net entering global routing=17, sum of buffers and inverters on the critical path=1, diode count=0, outcome=completed, setup repair after global routing missed its margin=no, tool warning count=26, share of cells above drive strength 1=0.0861, Top-Level Pins=2, worst hold-check path type=flop to flop, max cap viols=0, CTS tree=yes, via count of the first global-routing pass=roughly 940, worst setup skew after layout=0.00594 ns, die x size=105 um, CTS clock-pin slew for the worst setup and hold paths=~0.070 ns, post-synthesis cell count from yosys=~150, instance area after placement=1550 um2, first drt pass iteration count=4, Detail Route Antenna Nets=0, Die Ht=approximately 110 um, slew at the pin closest to its max-slew limit=about 0.56 ns, library cell used as clock root buffer=sky130_fd_sc_hd__clkbuf_8, clock buffer depth=2, post-route total power=~320 uW, wire length of the first global-routing pass=approximately 4400 um, Via-to-Cell Ratio=4.10, IR drop worst, VDD=0.144 mV
==> registers in the layout (all words and copies together), names as in the netlist <==
signal / cells
counter: 32
slow_clock: 1
==> cell usage after synthesis (all sizes together) <==
cell type	number	area share
nand2	6	0.016
edfxtp	1	0.021
nand4	18	0.088
buf	3	0.019
ha	2	0.017
nor2	7	0.020
nor4	10	0.054
xnor2	26	0.16
and4	2	0.015
or2	1	0.0043
nand3	13	0.045
clkbuf	1	0.0026
nor4b	1	0.0061
inv	5	0.013
dfxtp	32	0.44
and2	2	0.0087
and3	7	0.031
nor3	3	0.010
xor2	4	0.024
nor2b	1	0.0043
==> placed cells by master (no fill, tap or decap), drive strengths merged <==
| cell | netlist | final |
|---|---|---|
| dfxtp | 32 | 32 |
| xnor2 | 26 | 26 |
| nand4 | 18 | 18 |
| nand3 | 13 | 13 |
| nor4 | 10 | 10 |
| clkbuf | 1 | 8 |
| and3 | 7 | 7 |
| nor2 | 7 | 7 |
| nand2 | 6 | 6 |
| inv | 5 | 5 |
| xor2 | 4 | 4 |
| nor3 | 3 | 3 |
| and2 | 2 | 2 |
| ha | 2 | 2 |
| and4 | 2 | 2 |
| or2 | 1 | 1 |
| nor4b | 1 | 1 |
| nor2b | 1 | 1 |
| clkdlybuf4s50 | 0 | 1 |
| buf | 3 | 1 |
| edfxtp | 1 | 1 |
==> area by class of cell <==
class	count	area [um2]	area share
inverters	5	18.8	0.0114
flip-flops and latches	33	671	0.409
repair buffers	2	17.5	0.0107
well taps	96	120	0.0732
clock buffers	8	90.1	0.0549
multi-input cells	103	724	0.441
==> cell families (layout without fill, tap and decap cells) <==
logic type	Yosys count	count (layout)	synth area share
xor gates and xnor gates	30	30	0.182
adders and majority gates	2	2	0.0173
DFF	33	33	0.464
and+or+nand+nor	71	71	0.302
buffers and inverters	9	15	0.0346
==> path summary, 6_finish.rpt <==
kind / start / end / slack (ns) / cells after the start
setup / recovery: slow_clock$_DFFE_PN_ / slow_clock / 4.76 / 1
hold / removal: counter[31]$_SDFF_PN0_ / counter[31]$_SDFF_PN0_ / 0.47 / 1
setup reg to reg: counter[7]$_SDFF_PN0_ / counter[27]$_SDFF_PN0_ / 5.62 / 4
hold reg to reg: counter[31]$_SDFF_PN0_ / counter[31]$_SDFF_PN0_ / 0.47 / 1
==> power breakdown <==
group	internal [uW]	switching, uW
sequential	181	0
combinational	0	0
clock	76.8	62.8
total	258	62.8
==> metal layers <==
layer | vias up | track usage | wire [um]
met4 | 0 | 0.00784 | 48
met1 | 470 | 0.0663 | 1320
li1 | 532 | - | -
met3 | 4 | 0.0137 | 83
met5 | - | 0 | 0
met2 | 6 | 0.0658 | 1030
==> through the flow <==
stage,setup WS (ns),hold WS (ns),cells
global placement,5.05,0.452,239
floorplan,5.51,0.435,145
global route,4.71,0.497,247
detailed placement,5.05,0.457,239
CTS,4.74,0.468,247
finish,4.76,0.466,247
==> worst reg2reg max path, delay by kind of cell (launching register included) <==
kind / cells / cell delay (ns)
AND/OR/NAND/NOR: 3 / 1.00
flip-flops: 1 / 0.41
XOR/XNOR: 1 / 0.17
Power and IR drop assume default switching activity.
